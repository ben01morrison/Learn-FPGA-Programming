## ./design.v

```verilog
module pipeline
  #
  (
   parameter           PIPELINE = 0
   )
  (
   input wire          clk,
   input wire [15:0]   SW,
   input wire          button_u,
   input wire          button_d,
   input wire          button_l,
   input wire          button_c,
   output logic [15:0] LED
   );
  logic [31:0]             mult_a;
  logic [63:0]             mult_b;
  logic [PIPELINE:0][95:0] result;
  logic [95:0]             result_rotate;
  logic [2:0]              out_count;
  initial begin
    mult_a = '0;
    mult_b = '0;
    result = '0;
  end
  always @(posedge clk) begin
    if (button_u) begin
      {mult_a, mult_b} <= {mult_a, mult_b} << 16 | SW;
    end
  end
  always @(posedge clk) begin
    for (int i = 0; i <= PIPELINE; i++) begin
      if (i == 0) result[0] <= mult_a * mult_b;
      else        result[i] <= result[i-1];
    end
    if (button_l) result_rotate <= result[PIPELINE];
    else result_rotate <= {result_rotate[79:0], result_rotate[95:80]};
  end
  assign LED = result_rotate[15:0];
endmodule  
```

## ./constraint.sdc

```tcl
current_design pipeline

set clk_period 33.4
set clk_io_pct 0.2

create_clock -name clk0 -period $clk_period [get_ports {clk}]

set non_clock_inputs [all_inputs -no_clocks]
set_input_delay [expr $clk_period * $clk_io_pct] -clock clk0 $non_clock_inputs
set_output_delay [expr $clk_period * $clk_io_pct] -clock clk0 [all_outputs]
```

## ./run.sh

```bash
#!/bin/bash
# OpenROAD 26Q1-2900-gdf79404cd8, Yosys 0.63+post, stock flow scripts
make -C /OpenROAD-flow-scripts/flow DESIGN_CONFIG=/design/flow/config.mk WORK_HOME=/design/flow/orfs finish
```

## ./config.mk

```make
export PLATFORM = sky130hd
export DESIGN_NAME = pipeline
export DESIGN_NICKNAME = pipeline
export VERILOG_FILES = /design/flow/design.v
export SDC_FILE = /design/flow/constraint.sdc
export NUM_CORES = 4
export LEC_CHECK = 1
export CORE_UTILIZATION = 40
```

==> impl_metrics.tcl <==
# yosys + openroad results
set metrics [dict create \
    clock-root-buffer "clkbuf_16" \
    ys_seq_elements 288 \
    post_layout_period_usage 0.285 \
    r2r_slack_ns 23.88 \
    synthArstFlopShare 0 \
    fill_cells 16553 \
    critical_path.most_common_cell "fa_1" \
    tritoncts_clock_tree "yes" \
    synth.lib_cells_used.distinct 66 \
    cap_violations 0 \
    timing.fmax_mhz 105 \
    openroad.warnings 27 \
    dp_slack_ns 24.03 \
    total_detailed_routing_wirelength_um 192000 \
    fp.dieArea_mm2 0.180 \
    synth.yosys.seq_area_share 0.0942 \
    dr_total_vias 48260 \
    relSlewSlack 0.379 \
    worstSkewPairLatency_ns 0.65 \
    dpl.hpwl_um 145000 \
    mostFrequentLayoutCell "fa_1" \
    cts_buffer_depth 3 \
    core.rowCount 154 \
    grt_max_degree 62 \
    cts_repair_resize_count 0 \
    cp-end-kind "flop" \
    ioPinCount 37 \
    postLayoutSetupSlackWorst_ns 23.88 \
    die-width_um 425 \
    fp_util 0.404 \
    grt.met3_usage 0.115 \
    report.final.setup_viol 0 \
    area_delta_synth_final_pct 4.87 \
    drc 0 \
    avgSynthCellArea_um2 9.48 \
    synthesis.area_mm2 0.0714 \
    antenna_found_initial 4 \
    cts_inserted_buffers 31 \
    tritoncts_num_sinks 288 \
    globalRouteOverflowTotal 0 \
    synth-main-ff-cell "dfxtp_1" \
    ys_area_mm2 0.0714 \
    synth.yosys.num_cells 7537 \
    crit_slowest_cell "edfxtp_1" \
    ctsHoldBuffers 0 \
    final_period_minus_worst_setup_slack_ns 9.52 \
    hold_path_class "flop to flop" \
    fin_skew_ns 0.0454 \
    first_global_vias 54158 \
    grt_util_all_layers 0.241 \
    synth_area_leader_cell "fa_1" \
    final-max-slew-violation-count 0 \
    die-height_um 425 \
    detail-route-antenna-nets 0 \
    critPathMaxFanout 30 \
    number_of_endpoints_with_negative_hold_slack_in_the_final_report 0 \
    detail_route.wl_per_cell_um 20.0 \
    drt_pass1_iterations 5 \
    post_route_cells_drive_above_1_share 0.0419 \
    critPathKind "flop to flop" \
    yosys.area.top_type_share 0.520 \
    worst_path_largest_cell_delay_ns 0.84 \
    grtUsageMet1 0.326 \
    vias_per_cell 5.02 \
    grt_setup_unrepaired "no" \
    clkSlewWorstSetupHoldPaths_ns 0.07 \
    synthCells 7537 \
    number_of_flops_mapped_to_enable_cells_by_yosys 96 \
    worstPathBufferInverterCount 8 \
    yosysWarningCount 1 \
    global_route_wire_length_before_repair_um 311000 \
    worstSetupStartpointType "flop" \
    core_area_mm2 0.177 \
    netlist_top_cells_area "fa_1 (52%), inv_1 (9.2%), and2_1 (7.8%)" \
    port-buffer-count 34 \
    worst-endpoint-arrival_ns 10.06 \
    gp_routability_congestion 0.960 \
    most_congested_layer_reported_by_global_routing "met2" \
    grt_util_met2 0.365 \
    h-tree-depth 1 \
    status "complete, no violations" \
    critPathTopFamily "adder cells" \
    setup-tns-final_ns 0 \
    crit_required_ns 33.94 \
    drt_first_iter_violations 1981 \
    layout_top_cells_excl_fill_tap "fa_1 (1856), inv_1 (1759), nand2_1 (1258)" \
    post-cts-setup-buffers 0 \
    tightestPinTransition_ns 0.931 \
]
==> cell families after synthesis <==
kind of cell / share of synthesized area
flip-flops: 0.0942
AND/OR/NAND/NOR: 0.158
adder cells (fa/ha/maj): 0.572
multiplexers: 0.0156
AND-OR/OR-AND: 0.0305
XOR/XNOR: 0.0114
buffers and inverters: 0.119
==> cell usage after synthesis (40+ instances only) <==
cell type and n:
a21o_1 40, o21ai_0 55, mux2_2 96, edfxtp_1 96, nand2_1 1258, xnor2_1 53
a21oi_1 115, xor2_1 40, dfxtp_1 192, ha_1 295, inv_1 1759, nor2_1 55
clkbuf_1 442, and2_1 888, fa_1 1856
==> stage by stage <==
step	hold WS (ns)	util	area (um2)	std cells
after detailed placement	0.441	0.418	73800	9560
after floorplan	0.424	-	71400	7537
after global placement	0.439	0.418	73800	9560
final	0.445	0.424	74900	9620
after global routing	0.461	0.424	74900	9618
after CTS	0.439	0.424	74900	9618
==> worst reg2reg max path: cells and delay by family (launching register included) <==
| kind | cells | cell delay [ns] |
|---|---|---|
| adder cells (fa/ha/maj) | 9 | 4.32 |
| flip-flops | 1 | 0.84 |
| AND-OR/OR-AND | 8 | 2.47 |
| AND/OR/NAND/NOR | 2 | 0.25 |
| buffers and inverters | 8 | 1.44 |
| XOR/XNOR | 1 | 0.16 |
==> routing by layer <==
metal  up-vias  wire, um
li1      20988         -
met1     24762     74800
met2      2199     89700
met3       307     21900
met4         4      5710
met5         -        88
==> final timing paths <==
| kind | from | endpoint | cells past startpoint |
|---|---|---|---|
| max | mult_a[8] | result[93] | 28 |
| min | result_rotate[29] | result_rotate[45] | 1 |
| max reg2reg | mult_a[8] | result[93] | 28 |
| min reg2reg | result_rotate[29] | result_rotate[45] | 1 |
==> state kept, by name, indices dropped and copies added (netlist names) <==
signal / count
mult_b: 64
result_rotate: 96
mult_a: 32
result: 96
==> cell type report <==
| type | instances | area, um2 | share of cell area |
|---|---|---|---|
| Sequential cell | 288 | 6730 | 0.0898 |
| Multi-Input combinational cell | 5005 | 56200 | 0.750 |
| Tap cell | 2340 | 2930 | 0.0391 |
| Inverter | 1759 | 6600 | 0.0881 |
| Timing Repair Buffer | 168 | 1340 | 0.0179 |
| Clock buffer | 44 | 960 | 0.0128 |
| Antenna cell | 2 | 5.00 | 0.0000668 |
| Clock inverter | 14 | 133 | 0.00177 |
