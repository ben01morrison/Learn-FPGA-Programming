==> flow/design.v <==
`timescale 1ns/10ps
module traffic_light
  #
  (
   parameter  CLK_PER = 10
   )
  (
   input wire                        clk,
   input wire [1:0]                  SW,
   output logic [1:0]                R,
   output logic [1:0]                G,
   output logic [1:0]                B
   );
  localparam COUNT_1S  = int'(100000000 / CLK_PER);
  localparam COUNT_10S = 10 * int'(100000000 / CLK_PER);
  bit [$clog2(COUNT_10S)-1:0]        counter;
  typedef enum bit [1:0]
               {
                RED,
                YELLOW,
                GREEN
                }light_t;
  light_t up_down;
  light_t left_right;
  typedef enum bit [2:0]
               {
                INIT_UD_GREEN,
                UD_GREEN_LR_RED,
                UD_YELLOW_LR_RED,
                INIT_UD_RED_LR_GREEN,
                UD_RED_LR_GREEN,
                UD_RED_LR_YELLOW
                } state_t;
  state_t state;
  logic [2:0]  lr_reg;
  logic [2:0]  ud_reg;
  logic        enable_count;
  logic        light_count;
  initial begin
    up_down    = RED;
    left_right = GREEN;
    state      = INIT_UD_GREEN;
    counter    = '0;
  end
  always @(posedge clk) begin
    lr_reg         <= lr_reg << 1 | SW[0];
    ud_reg         <= ud_reg << 1 | SW[1];
    enable_count   <= '0;
    if (enable_count) begin
      counter <= counter + 1'b1;
    end else begin
      counter <= '0;
    end
    case (state)
      INIT_UD_GREEN: begin
        up_down      <= GREEN;
        left_right   <= RED;
        enable_count <= '1;
        if (counter == COUNT_10S) state <= UD_GREEN_LR_RED;
      end
      UD_GREEN_LR_RED: begin
        up_down      <= GREEN;
        left_right   <= RED;
        if (lr_reg[2]) state <= UD_YELLOW_LR_RED;
      end
      UD_YELLOW_LR_RED: begin
        up_down      <= YELLOW;
        left_right   <= RED;
        enable_count <= '1;
        if (counter == COUNT_10S) state <= INIT_UD_RED_LR_GREEN;
      end
      INIT_UD_RED_LR_GREEN: begin
        up_down      <= RED;
        left_right   <= GREEN;
        enable_count <= '1;
        if (counter == COUNT_10S) state <= UD_RED_LR_GREEN;
      end
      UD_RED_LR_GREEN: begin
        up_down      <= RED;
        left_right   <= GREEN;
        if (ud_reg[2]) state <= UD_RED_LR_YELLOW;
      end
      UD_RED_LR_YELLOW: begin
        up_down      <= RED;
        left_right   <= YELLOW;
        enable_count <= '1;
        if (counter == COUNT_10S) state <= INIT_UD_GREEN;
      end
    endcase  
  end  
  initial begin
    light_count = '0;
  end
  always @(posedge clk) begin
    light_count <= ~light_count;
    R           <= '0;
    G           <= '0;
    B           <= '0;
    if (light_count) begin
      case (left_right)
        GREEN: begin
          G[0] <= '1;
        end
        YELLOW: begin
          R[0] <= '1;
          G[0] <= '1;
        end
        RED: begin
          R[0] <= '1;
        end
      endcase  
      case (up_down)
        GREEN: begin
          G[1] <= '1;
        end
        YELLOW: begin
          R[1] <= '1;
          G[1] <= '1;
        end
        RED: begin
          R[1] <= '1;
        end
      endcase  
    end
  end
endmodule  
==> flow/run.sh <==
#!/bin/bash
# OpenROAD 26Q1-2900-gdf79404cd8, Yosys 0.63+post, stock flow scripts
make -C /OpenROAD-flow-scripts/flow DESIGN_CONFIG=/design/flow/config.mk WORK_HOME=/design/flow/orfs finish
==> flow/config.mk <==
export PLATFORM = sky130hd
export DESIGN_NAME = traffic_light
export DESIGN_NICKNAME = traffic_light
export VERILOG_FILES = /design/flow/design.v
export SDC_FILE = /design/flow/constraint.sdc
export NUM_CORES = 4
export LEC_CHECK = 1
export CORE_AREA = 10 10 110 110
export DIE_AREA = 0 0 120 120
==> flow/constraint.sdc <==
current_design traffic_light

set clk_period 3.7
set clk_io_pct 0.2

create_clock -name clk0 -period $clk_period [get_ports {clk}]

set non_clock_inputs [all_inputs -no_clocks]
set_input_delay [expr $clk_period * $clk_io_pct] -clock clk0 $non_clock_inputs
set_output_delay [expr $clk_period * $clk_io_pct] -clock clk0 [all_outputs]
==> out/highlights.md <==
### Finish
- 0.226 — Final Util
- counter — largest register by flop count
- 13.4% — synthesis-to-layout area growth
- 1,042 — count of filler cells inserted in the layout
- 991 sq um — Reg area
- 867 sq um — Comb area
- 27 — flip-flop count of the largest register after layout
- 0.0379 — proportion of layout cells with a drive suffix above 1

### Power and ir drop
- 361 mW/mm^2 — Power Density
- 0.759 nW — leakage power
- 0.119 mV — Peak supply drop

### Place
- 2280 microns — sum of net half-perimeters after detailed placement
- 6 — number of buffers added on ports
- 0.854 — Routability Congestion

### Floorplan
- 0.00977 sq mm — area of the core
- 36 — row count
- 120 microns — Die Ht
- 120 microns — horizontal die dimension
- 9 — number of ports placed on the die boundary
- 0.0144 sq mm — total die size
- 0.199 — effective utilization at floorplan

### Worst setup path
- counter[0] — beginning of the critical path
- 7 — largest driver fanout on the critical path
- 3.92 ns — data required time of the critical path
- register — startpoint kind of the worst setup timing path
- counter[0] — Critical R2R Launch
- register — Worst setup EP type
- 2.05 ns — CP arrival
- register to register — type of the worst setup path

### Routing
- 0 — DRC viols
- 0 — antenna diode instance count
- 0 — post-route ant nets
- 84 — violation tally from detailed-route iteration zero
- 3320 microns — Detailed Route WL
- 9.64 microns — average wire length per cell after detail routing
- 3.98 — Via density
- 4 — drt first pass iters
- 1,369 — vias after detailed routing

### Synthesis
- sky130_fd_sc_hd__dfxtp_1 (39), sky130_fd_sc_hd__nor2_1 (20), sky130_fd_sc_hd__nand2_1 (15) — most frequent cells after synthesis
- 46 — synthesis-stage register bit count
- 7 — number of enable-type register cells in the synthesized netlist
- 0 — Post-synth ARST share
- sky130_fd_sc_hd__dfxtp_1 — top cell type by total area after synthesis
- 0.00195 sq mm — post-synthesis instance area
- 0.508 — Synth Seq Share
- sky130_fd_sc_hd__dfxtp_1 — most common cell in the synthesized netlist
- 34 — number of distinct library cell variants in the gate-level netlist after synthesis
- sky130_fd_sc_hd__dfxtp_1 — most common flop cell mapped by yosys
- 205 — Synth Instances
- 9.51 sq um — average cell area after synthesis
- sky130_fd_sc_hd__dfxtp_1 (40%), sky130_fd_sc_hd__edfxtp_1 (11%), sky130_fd_sc_hd__ha_1 (3.9%) — Largest cells by area
- 0.00195 sq mm — chip area line of the yosys report
- 0.401 — Top cell area share
- 205 — total cells reported by yosys after synthesis
- 1 — warning count from the yosys run

### Global routing
- 0.0681 — met1 layer usage reported by global route
- met2 — global route hottest layer
- 0.0688 — met2 Track Usage GR
- 26 — pin count of the biggest net entering global routing
- 0.0119 — met3 track demand over resource
- 1,250 — number of global-route vias before repair
- 0.0470 — total global-route track usage
- 5860 microns — first-pass GRT wire length
- 0 — GR Overflow Total
- 0 — number of antenna violations at the first check in global routing

### Final timing
- 1.83 ns — Final min period
- 547 MHz — maximum achievable frequency
- 0.505 ns — measured slew at the worst slew-check pin
- 0 — final count of negative-setup-slack endpoints
- 0.330 ns — final hold slack
- 0 — Final Slew Violations
- no — setup repair after global routing missed its margin
- 0 — final count of hold timing violations
- 0.00420 ns — worst setup skew after layout
- 0.660 — Slew HR
- 0.494 — post-route fraction of the period consumed by the critical path
- 0 ns — total negative slack for setup checks

### Clock tree
- done — clock tree from TritonCTS
- sky130_fd_sc_hd__clkbuf_8 — clk root buf
- 2 — maximum root-to-sink buffer count
- 46 — count of clock tree sinks
- 0 — # Post-CTS Setup Buffers
- 0.08 ns — clock transition time at the flip-flop clock pins of the worst setup and hold paths
- 2 — maximum level of the CTS H-tree
- 0 — hold buffer count at cts
- 0 — PostCTS Resize Cnt
- 5 — number of buffers added by the clock tree synthesis step
- 0.29 ns — insertion delay of the later-clocked pin in the worst-skew pair

### Job
- 28 — number of logged tool warnings
- 0 — Maximum Capacitance Violations

### Min path
- ud_reg[1] — source of the worst hold timing path
- register to register — Min-Delay Path Class

### Outcome
- finished clean — status

## placed cells by master, fill, tap and decap left out, drive strengths merged
master / instances
and2: 4
xnor2: 6
clkdlybuf4s50: 6
nor4b: 2
mux2i: 1
conb: 2
and4b: 1
clkinv: 3
ha: 6
a21o: 1
xor2: 8
and4: 3
clkbuf: 5
nand3b: 1
nor2: 20
or3: 7
a21oi: 13
nand3: 9
nor2b: 1
o21ai: 9
dfxtp: 39
or4: 5
nand2b: 4
o31ai: 6
nor4: 2
edfxtp: 7
inv: 12
nand4: 6
nand2: 15
and3: 7
## logic make-up (layout without fill, tap and decap cells)
| family | count (synthesis) | in the layout | synth area share |
|---|---|---|---|
| compound gates | 29 | 29 | 0.0834 |
| flops | 46 | 46 | 0.508 |
| other cells | 1 | 2 | 0.00192 |
| buf+inv | 21 | 26 | 0.0488 |
| simple gates | 87 | 87 | 0.251 |
| mux | 1 | 1 | 0.00513 |
| xor+xnor | 14 | 14 | 0.0629 |
| fa+ha+maj | 6 | 6 | 0.0385 |
## layout make-up
cell class                      instances  share of cell area
Clock inverter                          3             0.00510
Sequential cell                        46               0.448
Inverter                               12              0.0204
Clock buffer                            5              0.0311
Multi-Input combinational cell        139               0.392
Timing Repair Buffer                    6              0.0272
Tap cell                              133              0.0753
## where the power goes
| group | internal (mW) | total (mW) | switching [mW] |
|---|---|---|---|
| combinational | 0.00201 | 0.00244 | 0.000422 |
| sequential | 0.508 | 0.509 | 0.000669 |
| clock | 0.126 | 0.287 | 0.160 |
## per-layer routing
metal  part of all wire  wire [microns]  vias to the layer above
li1                   -               -                      716
met1               0.54            1780                      624
met2               0.41            1350                       23
met3              0.030             101                        6
met4              0.025              83                        0
met5                  0               0                        -
## critical path: stages, from the launching register on
cell	delay (ns)
sky130_fd_sc_hd__dfxtp_1	0.39
sky130_fd_sc_hd__ha_1	0.20
sky130_fd_sc_hd__and3_1	0.33
sky130_fd_sc_hd__nand3_2	0.18
sky130_fd_sc_hd__or4_1	0.49
sky130_fd_sc_hd__a21oi_1	0.16
## through the flow
stage | cell area (sq um) | cells | setup slack, ns | power (mW)
3_3_place_gp | 2130 | 336 | 1.93 | 0.523
2_1_floorplan | 1950 | 206 | 2.05 | 0.523
5_1_grt | 2210 | 344 | 1.70 | 0.834
3_5_place_dp | 2130 | 336 | 1.90 | 0.523
6_report | 2210 | 344 | 1.87 | 0.798
4_1_cts | 2210 | 344 | 1.86 | 0.809
## worst paths after layout
check / to / slack, ns / depth (start not counted)
max: counter[24] / 1.87 / 5
min: ud_reg[2] / 0.33 / 0
max reg2reg: counter[24] / 1.87 / 5
min reg2reg: ud_reg[2] / 0.33 / 0
No activity file was given, so power comes from the tool's default toggle rates.
